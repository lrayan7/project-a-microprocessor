$ cat flow/config.mk
export PLATFORM = sky130hd
export DESIGN_NAME = ID1
export DESIGN_NICKNAME = ID1
export VERILOG_FILES = /design/flow/design.v
export SDC_FILE = /design/flow/constraint.sdc
export NUM_CORES = 4
export LEC_CHECK = 1
export CORE_UTILIZATION = 40
$ cat flow/constraint.sdc
current_design ID1

set clk_period 8.3
set clk_io_pct 0.2

create_clock -name clk0 -period $clk_period [get_ports {clk}]

set non_clock_inputs [all_inputs -no_clocks]
set_input_delay [expr $clk_period * $clk_io_pct] -clock clk0 $non_clock_inputs
set_output_delay [expr $clk_period * $clk_io_pct] -clock clk0 [all_outputs]
$ cat flow/design.v
module ID1 (		
	input clk,
	input logic [31:0] instr,
	input logic [31:0] pc_i,
	input logic [31:0] ALU_output,  
	input logic [31:0] LMD_output,  
	input logic [4:0] reg_dst_in,  
	input logic mem_write,
	input logic alu_write,
	output logic [6:0] opcode,
	output logic [1:0] cmd_type,
	output logic [31:0] pc_o,
	output logic [31:0] imm,
	output logic [31:0] reg1_out,
	output logic [31:0] reg2_out,
	output logic [31:0] instr_o,
	output logic [4:0] reg_dst,
	output logic [31:0] imm_alu
	);
reg [11:0] tmp;
reg [31:0] RegFile [31:0];
always @(posedge clk)
begin 
	#1
	tmp[4:0] = instr [11:7];
	tmp[11:5] = instr [31:25];
	imm_alu[11:0] = instr [31:20];
	if(instr[31] == 1)
		imm_alu[31:12] = 20'b11111111111111111111;
	else
		imm_alu[31:12] = 20'b0;	
	opcode[6:0] = instr [6:0];
	reg_dst = instr [11:7];
	reg1_out = RegFile[instr[19:15]];
	reg2_out = RegFile[instr[24:20]];
	if(alu_write) 
		RegFile[reg_dst_in[4:0]] = ALU_output;
	else if(mem_write)
		RegFile[reg_dst_in[4:0]] = LMD_output;
	if( tmp[11] == 1 )
		imm[31:12] = 20'b11111111111111111111;
	else
		imm[31:12] = 20'b0;
	imm[11:0] = tmp;
	if(instr[6:0] == 7'b1100011) 
		cmd_type = 2'b10;
	else if(instr[6:0] == 7'b0110011 || instr[6:0] == 7'b0010011  )  
		cmd_type = 2'b01;
	else if(instr[6:0] == 7'b0000011 || instr[6:0] == 7'b0100011 )  
		begin
			cmd_type = 2'b00;
			if(instr[6:0] == 7'b0100011) 
				imm_alu[4:0] = instr [11:7];
		end
	else begin
		reg1_out = 1;
		reg2_out = 0;
		if( tmp[11] == 1 )
			imm[31:12] = 20'b11111111111111111111;
		else
			imm[31:12] = 0;
		imm[11:0] = tmp;
		cmd_type = 2'b11;
	end
end
integer i;
initial
begin
	for (i=0; i<32; i=i+1) RegFile[i] = 32'b0;
	RegFile[0] = 1;
	RegFile[1] = 0;
	RegFile[2] = 2;
	RegFile[3] = 9;
	RegFile[4] = 3;
	RegFile[5] = 18;
	RegFile[6] = 4;
	RegFile[7] = 27;
	RegFile[8] = 5;
	RegFile[9] = 36;
end
assign pc_o = pc_i;
assign instr_o = instr;
assign out_test = RegFile[5];
assign regFile1 = RegFile[1];
assign regFile2 = RegFile[1];
endmodule
$ cat flow/run.sh
#!/bin/bash
# OpenROAD 26Q1-2900-gdf79404cd8, Yosys 0.63+post, stock flow scripts
make -C /OpenROAD-flow-scripts/flow DESIGN_CONFIG=/design/flow/config.mk WORK_HOME=/design/flow/orfs finish
==> run_results.csv <==
group,metric,value,unit
critical_path,origin_of_the_critical_flop_to_flop_path,"RegFile[24][9]$_DFFE_PP_",
critical_path,critical_path.startpoint_type,"primary input",
cts,cts.path.max_buffers,3,
routing,first_pass_iters,5,
routing,drc,0,
global_route,globalRoute.totalOverflow,0,
critical_path,required,6.64,ns
power,power_leakage,19.1,nW
synthesis,postSynth.topFlopCell,"sky130_fd_sc_hd__edfxtp_1",
critical_path,path_cells,"buf_8 -> clkdlybuf4s50_1",
synthesis,enable_flop_cells,1024,
cts,clk_pin_slew,0.06,ns
sta,finalSetupViolations,0,
power,power_density,216,nW/um2
routing,vias,29300,
worst_hold_path,hold_start,"RegFile[31][20]$_DFFE_PP_",
synthesis,yosysWarnings,4,
synthesis,synth_register_bits,1114,
finish,layout-area-overhead-vs-synth,15.1,%
cts,cts_sinks,1114,
global_route,grt_first_pass_wirelength,222000,um
routing,wire_length_per_cell_after_detailed_routing,32.1,um
sta,rsz0062_at_grt,"no",
cts,cts_max_level,3,
outcome,run_status,"completed",
sta,worst_slew_pin_slew,0.978,ns
sta,finalSetupTns,0,ns
finish,fillers,10300,
critical_path,worstSetupEndpointType,"primary output",
synthesis,synthMostInstantiatedCell,"sky130_fd_sc_hd__edfxtp_1",
synthesis,async_reset_ff_frac,0,
synthesis,seq_area_frac_synth,0.631,
synthesis,synth.yosys.chip_area,51600,um2
power,total_power,0.0129,W
routing,antenna_cells,0,
critical_path,critical_path.reg2reg.endpoint,"reg2_out[9]$_DFF_P_",
worst_hold_path,whs_endpoint,"reg2_out[20]$_DFF_P_",
flow_run,drv.max_cap_violation_count,0,
cts,clock_insertion_delay_worst_skew,0.71,ns
routing,ant_nets,0,
finish,final_layout_size_suffix_gt1_frac,0.266,
floorplan,floorplan.die_area,130000,um2
critical_path,worstSetupPathType,"in2out",
critical_path,path_buffers,2,
critical_path,number_of_cells_on_the_worst_reg_to_reg_path,4,
floorplan,die-height,361,um
synthesis,syn_inst,2909,
global_route,grt_max_degree,103,
cts,clockRootBuffer,"sky130_fd_sc_hd__clkbuf_16",
global_route,via_count_of_the_first_global_routing_pass,32600,
critical_path,critical_path_arrival,2.79,ns
critical_path,cp_top_family,"buffers and inverters",
sta,timing.final.hold_violations,0,
floorplan,rows,131,
sta,finalClockSkew,0.0241,ns
synthesis,yosys.cell_types.count,35,
global_route,grt_antenna_before_repair,3,
global_route,groute.usage.overall,0.260,
cts,cts_tree,"yes",
sta,min_period,4.45,ns
placement,globalplace.congestion,0.868,
worst_hold_path,worst_hold_path.num_cells,3,
placement,port-buffer-count,271,
synthesis,topCellsByArea,"sky130_fd_sc_hd__edfxtp_1 60%, sky130_fd_sc_hd__mux4_2 16%, sky130_fd_sc_hd__mux2i_1 4.0%",
cts,cts_buffers,116,
routing,vias_per_cell,6.09,
routing,route.final.wire_length,155000,um
critical_path,cpPeakStageDelay,0.59,ns
synthesis,synthDominantAreaCellType,"sky130_fd_sc_hd__edfxtp_1",
synthesis,synth.cells.most_frequent,"1024 x sky130_fd_sc_hd__edfxtp_1, 378 x sky130_fd_sc_hd__mux4_2, 205 x sky130_fd_sc_hd__mux2i_1, 138 x sky130_fd_sc_hd__buf_4",
synthesis,synth_largest_type_area_fraction,0.596,
worst_hold_path,min_path_type,"reg2reg",
sta,slew_headroom,0.348,
flow_run,warning_count,28,
critical_path,critPathMaxFanout,54,
synthesis,postSynthAreaPerCell,17.7,um2
cts,hold_fix_buffers_at_cts,0,
critical_path,regToRegSetupSlack,6.50,ns
critical_path,critPathSlowestCell,"sky130_fd_sc_hd__clkdlybuf4s50_1",
floorplan,fp.dieW,361,um
synthesis,syn-cell-area,51600,um2
floorplan,floorplan.io_pins,342,
floorplan,fp_util,0.404,
floorplan,fp.coreArea,128000,um2
sta,final_max_tran_viols,0,
power,vdd.ir_drop.worst,0.170,mV
sta,clock.fmax,225,MHz
placement,dpl.hpwl,88800,um
cts,cts_setup_buffers,0,
cts,cts_resized,0,
routing,dr.first_iter.drc_count,1885,
sta,final.period_utilization,0.536,
synthesis,synth.yosys.num_cells,2909,
[stage by stage]
stage | std cells | area, um2 | utilization | setup WS, ns | hold WS, ns
6_report | 4819 | 59400 | 0.465 | 3.85 | 0.841
5_1_grt | 4819 | 59400 | 0.465 | 3.72 | 0.901
3_5_place_dp | 4598 | 55400 | 0.433 | 3.41 | 0.831
4_1_cts | 4819 | 59400 | 0.465 | 3.82 | 0.848
3_3_place_gp | 4598 | 55400 | 0.433 | 3.43 | 0.827
2_1_floorplan | 2909 | 51600 | - | 4.19 | 0.786
[layout by cell type (no fill, tap or decap), drive strengths merged]
cell type,count
o41ai,1
o2111a,63
buf,96
nand4,1
dfxtp,90
mux2,226
nand3,2
o21ai,64
clkbuf,155
o211ai,1
or2,2
and2,1
o31ai,63
or3b,3
inv,5
nor2,104
nor2b,67
nand3b,3
bufinv,17
clkinvlp,8
clkdlybuf4s50,261
clkinv,38
nand2b,7
a21oi,3
a22oi,8
a211oi,63
edfxtp,1024
a21boi,2
or3,2
nand2,131
mux2i,205
o22ai,63
mux4,378
[final cells by class]
type	instances	area, um2	share of cell area
Clock buffer	154	3230	0.0544
Clock inverter	67	807	0.0136
Inverter	1	3.75	0.0000632
Multi-Input combinational cell	1463	17300	0.292
Sequential cell	1114	32600	0.548
Tap cell	1662	2080	0.0350
Timing Repair Buffer	358	3400	0.0572
[layer usage]
| layer | global-route usage | vias to the layer above | routed length, um |
|---|---|---|---|
| met4 | 0.0683 | 8 | 5120 |
| met5 | 0.0122 | - | 160 |
| met3 | 0.208 | 331 | 28000 |
| met2 | 0.378 | 2119 | 71500 |
| li1 | - | 12200 | - |
| met1 | 0.300 | 14700 | 49900 |
[how the worst max path moves through the flow]
stage	to	start	slack, ns	cells past startpoint
finish	instr_o[20]	instr[20]	3.85	2
global route	instr_o[20]	instr[20]	3.72	2
CTS	instr_o[20]	instr[20]	3.82	2
[power by group]
part / leakage, nW / internal, W / switching, W
registers: 9.97 / 0.00628 / 0.0000429
logic: 7.12 / 0.000453 / 0.000627
clock network: 1.97 / 0.00326 / 0.00220
[sequential cells by signal, summed over array words and instances, names as in the netlist]
register	count
RegFile	1024
reg1_out	32
reg2_out	32
imm_alu	12
opcode	7
reg_dst	4
cmd_type	2
imm	1
[cell families (layout without fill, tap and decap cells)]
group                  Yosys count  after routing  share of synthesized area
AND/OR/NAND/NOR                323            323                     0.0279
buffers and inverters          332            580                     0.0392
AND-OR/OR-AND                  331            331                     0.0481
multiplexers                   809            809                      0.254
flip-flops                    1114           1114                      0.631
Power figures rest on the tool's default switching activity, not on a simulated workload.
