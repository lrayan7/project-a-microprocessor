`run.sh`:
```
#!/bin/bash
# OpenROAD 26Q1-2900-gdf79404cd8, Yosys 0.63+post, stock flow scripts
make -C /OpenROAD-flow-scripts/flow DESIGN_CONFIG=/design/flow/config.mk WORK_HOME=/design/flow/orfs finish
```
`config.mk`:
```
export PLATFORM = sky130hd
export DESIGN_NAME = MEM
export DESIGN_NICKNAME = MEM
export VERILOG_FILES = /design/flow/design.v
export SDC_FILE = /design/flow/constraint.sdc
export NUM_CORES = 4
export LEC_CHECK = 1
export CORE_UTILIZATION = 50
export SYNTH_MEMORY_MAX_BITS = 65536
```
`constraint.sdc`:
```
current_design MEM

set clk_period 76.6
set clk_io_pct 0.2

create_clock -name clk0 -period $clk_period [get_ports {clk}]

set non_clock_inputs [all_inputs -no_clocks]
set_input_delay [expr $clk_period * $clk_io_pct] -clock clk0 $non_clock_inputs
set_output_delay [expr $clk_period * $clk_io_pct] -clock clk0 [all_outputs]
```
`design.v`:
```
module MEM (
	input clk,
	input logic  [31:0] ALU,
	input logic  [31:0] instr,
	input logic [31:0] reg2,
	input logic [1:0] cmd_type,
	output logic [31:0] ALU_o,
	output logic [31:0] IR,
	output logic [31:0] LMD
);
reg [31:0] memory [650:0];  
integer i;
reg [8:0] mem_idx;
always @(posedge clk)
begin
	#1
	mem_idx = ALU [8:0];
	ALU_o = ALU;
	IR = instr;
	if(cmd_type == 2'b00) begin
		if(instr [6:0] == 7'b0000011)
			LMD = memory[mem_idx];
		else if(instr [6:0] == 7'b0100011) begin
			memory[mem_idx] = reg2;
			LMD = 0 ;
		end
		else 
			LMD = 0;
	end
end
initial
begin
	for (i=0; i< 650; i=i+1) 
		memory[i] = 32'b0;
end
endmodule
```
==> flow_summary.toml <==
# yosys + openroad results
[synthesis]
top_area_cell = "edfxtp_1"
ys_seq_share_pct = 78.92
edf_count = 16420
syn_inst = 34090
synthSimpleGateAreaFrac_pct = 2.338
yosys_cells = 34090
syn_area_per_cell_um2 = 18.37
area_leaders = "edfxtp_1 (79%), mux2i_1 (13%), o22ai_1 (3.6%)"
post_synth_num_cell_types = 41
ys_sh_xor_pct = 0
syn_area_um2 = 626200
ys.warnings.count = 1
synth_top_flop_cell = "edfxtp_1"
ys_sh_adder_pct = 0
ys_ff = 16480
async_flop_share_pct = 0
synth.area.mux_share_pct = 13.10
yosysChipArea_um2 = 626200
synthTopLogicFamily = "multiplexers"
ys_sh_aoi_pct = 4.257
top_area_share_pct = 78.72

[critical_path]
cpMostUsedCell = "buf_4"
startpoint_type = "input port"
cpPeakStageDelay_ns = 1.13
path_max_fanout = 75
worstPathArrival_ns = 24.95
end_kind = "flop"
reg2reg_depth = 8
cp_slowest_cell = "a41oi_1"
required_ns = 77.63
crit_chain = "buf_16 -> buf_4 -> buf_4 -> buf_4 -> buf_4 -> buf_4 -> buf_4 -> buf_12 -> buf_4 -> buf_4 -> mux2i_1 -> o22ai_1 -> nor4_2 -> buf_4 -> nand3_1 -> a41oi_1 -> buf_4 -> a2111oi_2"
worst-setup-path-type = "in -> reg"

[final_timing]
whs_ns = 1.117
finalSetupTns_ns = 0
fin_crit_ns = 23.92
slew_headroom_pct = 3.591
tightestPinTransition_ns = 1.434
slew_violations = 0
skew_ns = 0.1271
post-route-period-util_pct = 31.23
fmax_ghz = 0.04180
setup-violations-final = 0
hold_viol = 0
rsz0062_at_grt = "no"

[floorplan]
floorplan.core_util_pct = 50.20
rows = 410
io_pins = 195
core_area_um2 = 1248000
die_area_um2 = 1257000
die_x_um = 1121
die_h_um = 1121

[detailed_routing]
ant_nets = 0
drt-pass1-iter-count = 6
routed_wl_um = 1925000
drtIter0Drc = 22130
routedWlPerCell_um = 35.58
vias = 331400
route.detailed.drc = 0
vias_per_cell = 6.122

[global_routing]
antenna_found_initial = 118
grt_pass1_vias = 344400
track_usage_pct = 34.19
grt_max_degree = 113
grt_overflow = 0
grt_pass1_wl_um = 2645000

[power_and_ir_drop]
p_sw_mw = 3.980
p_clk_share_pct = 42.5
switching_share_pct = 21.21
power.density_nw_per_um2 = 26.25
power_frac_seq_pct = 52.9
combPwrFrac_pct = 4.6
p_int_mw = 14.79
leakagePower_nw = 244.1
ir_drop_mv = 0.02173

[cts]
cts_root_buf = "clkbuf_16"
h-tree-depth = 7
path_clk_slew_ns = 0.06
cts.sinks = 16480
cts_tree = "built"
cts_buffer_depth = 6
cts_resized = 0
worstSkewPairLatency_ns = 1.36
post-cts-setup-buffers = 0
cts_hold_buf = 0
cts_buffers = 1733

[min_path]
hp-class = "reg -> reg"
hold_depth = 6

[place]
dpl.hpwl_um = 1117000
gp_congestion = 0.9246
io_buffers = 194

[outcome]
outcome = "completed"

[final_layout]
drive_gt1_share_pct = 13.53
layout.cells.most_common = "edfxtp_1"
n_fill_cell = 90040
syn_to_final_growth_pct = 14.14
final_cell_mix = "edfxtp_1 (16,420), mux2i_1 (8,184), o22ai_1 (3,584)"

[job]
tool_warnings = 34
maxCapViolCount = 0
[routing by layer]
| layer | vias up | GRT usage (%) | routed length [um] |
|---|---|---|---|
| met5 | - | 3.542 | 5698 |
| met4 | 154 | 15.22 | 117800 |
| met3 | 4100 | 31.16 | 407800 |
| met2 | 23000 | 46.02 | 848200 |
| met1 | 162200 | 37.56 | 545900 |
| li1 | 141900 | - | - |
[registers in the layout (all words and copies together), names as in the netlist]
register / flops
IR: 32
memory: 16384
ALU_o: 32
LMD: 32
[logic make-up after synthesis]
group                  after synthesis
AND/OR/NAND/NOR                   3158
multiplexers                      8192
AND-OR/OR-AND                     4272
buffers and inverters             1987
flip-flops                       16480
[through the flow]
stage / power, mW / util [%] / cells / area [um^2] / setup slack [ns]
2_1_floorplan: 10.47 / - / 34090 / 626200 / 56.60
3_3_place_gp: 10.95 / 52.98 / 50960 / 661000 / 51.43
3_5_place_dp: 10.96 / 52.99 / 50960 / 661100 / 51.42
4_1_cts: 18.84 / 57.27 / 54030 / 714500 / 52.81
5_1_grt: 19.23 / 57.28 / 54070 / 714700 / 52.22
6_report: 18.77 / 57.29 / 54120 / 714800 / 52.68
[cell type report]
class | count | area (um^2) | area share [%]
clock inverter | 967 | 8200 | 1.147
sequential | 16480 | 494200 | 69.14
timing repair buffer | 2171 | 17500 | 2.448
antenna | 87 | 217.7 | 0.03046
clock buffer | 2108 | 45220 | 6.327
multi-input combinational | 15620 | 128500 | 17.98
tap | 16690 | 20880 | 2.921
[final timing paths]
path / start / to / slack [ns]
max: ALU[1] / LMD[16]$_SDFFCE_PN0N_ / 52.68
min: memory[304][27]$_DFFE_PP_ / LMD[27]$_SDFFCE_PN0N_ / 1.12
min reg2reg: memory[304][27]$_DFFE_PP_ / LMD[27]$_SDFFCE_PN0N_ / 1.12
max reg2reg: memory[210][31]$_DFFE_PP_ / LMD[31]$_SDFFCE_PN0N_ / 72.69
[power by group through the flow]
stage,Clock (mW),Sequential (mW),Combinational (mW)
5_1_grt,8.41,9.91,0.907
4_1_cts,8.07,9.92,0.852
6_report,7.98,9.92,0.864
[synth_stat cells, types with 44 or more instances]
| library cell | instances |
|---|---|
| edfxtp_1 | 16420 |
| mux2i_1 | 8184 |
| o22ai_1 | 3584 |
| nor2_1 | 1526 |
| clkbuf_1 | 909 |
| buf_2 | 788 |
| nor4_1 | 514 |
| nand3_1 | 504 |
| nor3_1 | 500 |
| o21ai_0 | 489 |
| buf_1 | 235 |
| a41oi_1 | 85 |
| dfxtp_1 | 64 |
| nand2_1 | 44 |
[critical path, delay by kind of cell]
| family | cells | cell delay [ns] |
|---|---|---|
| buffers and inverters | 12 | 6.70 |
| AOI/OAI and AO/OA | 3 | 1.31 |
| and+or+nand+nor | 2 | 0.94 |
| muxes | 1 | 0.27 |
Power is estimated from default activity; no workload was simulated.
