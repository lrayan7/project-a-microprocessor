==> constraint.sdc <==
current_design IDEX

set clk_period 1.0
set clk_io_pct 0.2

create_clock -name clk0 -period $clk_period [get_ports {clk}]

set non_clock_inputs [all_inputs -no_clocks]
set_input_delay [expr $clk_period * $clk_io_pct] -clock clk0 $non_clock_inputs
set_output_delay [expr $clk_period * $clk_io_pct] -clock clk0 [all_outputs]
==> config.mk <==
export PLATFORM = sky130hd
export DESIGN_NAME = IDEX
export DESIGN_NICKNAME = IDEX
export VERILOG_FILES = /design/flow/design.v
export SDC_FILE = /design/flow/constraint.sdc
export NUM_CORES = 4
export LEC_CHECK = 1
export CORE_AREA = 10 10 186 186
export DIE_AREA = 0 0 196 196
==> design.v <==
module IDEX (
	input logic [6:0] opcode,
	input logic [1:0] cmd_type,
	input logic [31:0] pc_i,
	input logic [31:0] imm,
	input logic [31:0] reg1,
	input logic [31:0] reg2,
	input logic [31:0] instr,
	input logic [4:0] reg_dst,
	input logic [31:0] imm_alu,
	input logic clk,
	output logic [31:0] imm_alu_o,
	output logic [31:0] pc_o,
	output logic [31:0] imm_o,
	output logic [31:0] reg1_o,
	output logic [31:0] reg2_o,
	output logic [1:0] cmd_type_o,
	output logic [6:0] opcode_o,
	output logic [31:0] instr_o,
	output logic [4:0] reg_dst_o
	);
reg [31:0] pc_tmp;
reg [31:0] imm_tmp;
reg [31:0] reg1_tmp;
reg [31:0] reg2_tmp;
reg [1:0] cmd_type_tmp;
reg [31:0] instr_tmp;
reg [6:0] opcode_tmp;
reg [4:0] reg_dst_tmp;
reg [31:0] imm_alu_tmp;
always_comb
begin 
	pc_tmp = pc_i;
	reg1_tmp = reg1;
	reg2_tmp = reg2;
	imm_tmp = imm;
	cmd_type_tmp = cmd_type;
	opcode_tmp = opcode;
	instr_tmp = instr;
	reg_dst_tmp = reg_dst;
	imm_alu_tmp = imm_alu ;
end
always_ff @(posedge clk)
begin 
	pc_o <= pc_tmp;
	imm_o <=  imm_tmp;
	reg1_o <= reg1_tmp;
	reg2_o <= reg2_tmp;
	cmd_type_o <= cmd_type_tmp;
	opcode_o <= opcode_tmp;
	instr_o <= instr_tmp;	
	reg_dst_o <= reg_dst_tmp ;	
	imm_alu_o <= imm_alu_tmp;
end
endmodule
==> run.sh <==
#!/bin/bash
# OpenROAD 26Q1-2900-gdf79404cd8, Yosys 0.63+post, stock flow scripts
make -C /OpenROAD-flow-scripts/flow DESIGN_CONFIG=/design/flow/config.mk WORK_HOME=/design/flow/orfs finish
==> summary.txt <==
fresh numbers from the pnr run: htree depth 1, routability congestion estimate 0.762, antenna diode count 0, GR Util All Layers 7.77%, Avg Synthesized Cell Area 20.0 um^2, Worst Setup EP reg1_o[8], Distinct lib cells used 1, Cell Area, Synth 4120 um^2, Setup CP Type reg -> out, dpl hpwl 12700 um, power per cell area 2130 nW/um^2, number of warnings in the stage logs 27, Crit path max-delay family flip-flops, #MultiIn Comb 0, Post-CTS Setup Repair Bufs 0, fin cells 1054, gr ovfl total 0, hold crit path type in -> reg, Leak 3.73 nW, Max Fclk 0.880 GHz, worst path arrival time 940 ps, global-route wire length before repair 22600 um, final critical-path required period 1140 ps, ys cells 206, largest net degree at the start of global routing 14, sequential cell area 4160 um^2, final worst-path setup slack -137 ps, number of buffers created by CTS 22, setup violators final 206, most area-hungry cell type in the Yosys netlist dfxtp_1, TritonCTS clock tree yes, Logic area 0 um^2, area grow syn2layout 106%, vias 3146, fin crit share 114%, Worst Setup SP reg1_o[8], setup TNS -20190 ps, Top cells by area dfxtp_1, Max Cap Viol 0, CP endpoint kind output pin, number of flops mapped to enable cells by yosys 0, clock root buffer clkbuf_16, cell count after synthesis 206, drt total wl 15900 um, Synth top cells by count dfxtp_1, PortBufs 412, Buf+Inv Stages, Crit Path 1, Slowest-stage cell, CP dfxtp_2, placed cells 1014, Pwr Total 18.1 mW, drt via density 2.98, Die Wd 196 um, crit-path max cell delay 320 ps, remaining antenna violation count 0, share of layout cells above drive strength 1 40.3%, Slew Viols, Final 0, row count 64, drt pass-1 iters 3, Seq/Total Area, Yosys 100%, Fillers 3210, top-count cell post-synth dfxtp_1, Synthesis Warnings 1, unrepaired setup endpoints after global routing yes, slew of the pin with the lowest slew margin 144 ps, initial antenna violation count 0, post-synthesis chip area from yosys 4120 um^2, Crit path required time 800 ps, Max-slew headroom 90.4%, Fin. Hold Viols 0, dominant register cell dfxtp_1, die area 38400 um^2, DR WL/cell 15.1 um, Core Area 30600 um^2, Peak supply drop 1190 uV, CP Cell Sequence buf_6, vias in the first global route 3441, Clock Path Buffers 3, ys async rst share 0%, Crit Path Max Fanout 1, Reg clk slew, reported paths 60 ps, drc violations 0, Area leader share 100%, status complete, but fails checks, DR iter-0 viols 32, violated checks negative setup slack, Initial Util 13.5%, FF+latch count, synth 206, Boundary Pins 413, Die Y-Extent 196 um, Crit path depth 1, CTS Sinks 206, Startpoint Class flop
cell usage in the layout (no fill, tap or decap):
master	Yosys	routed
clkdlybuf4s50_1	0	206
dfxtp_2	0	27
clkbuf_16	0	23
clkbuf_8	0	5
clkinv_2	0	2
buf_6	0	3
buf_2	0	203
bufinv_16	0	2
dfxtp_1	206	179
clkbuf_1	0	8
final cells by class:
| cell class | count | share of cell area [%] |
|---|---|---|
| Clock buffer | 36 | 7.93 |
| Tap cell | 396 | 5.82 |
| Sequential cell | 206 | 48.9 |
| Timing Repair Buffer | 412 | 36.6 |
| Clock inverter | 4 | 0.823 |
per-stage QoR:
step	setup slack [ps]	util (%)	cell area [um^2]	hold slack, ps
global route	-190	27.8	8510	94.4
detailed placement	-124	28.6	8740	652
global placement	-136	28.6	8740	648
finish	-137	27.8	8510	132
floorplan	538	-	4120	228
CTS	-190	27.7	8480	97.6
cell families (layout without fill, tap and decap cells):
group,after synthesis,count (layout),share of synthesized area [%]
flops,206,206,100
buf+inv,0,452,0
registers in the layout (all words and copies together) (netlist names), 5 cells and up:
name	count
reg_dst_o	5
reg2_o	32
instr_o	32
imm_alu_o	32
opcode_o	7
pc_o	32
imm_o	32
reg1_o	32
worst min-delay path by stage:
stage	slack, ps	to	start	depth (start not counted)
5_1_grt	90	imm_alu_o[19]	imm_alu[19]	1
6_report	130	imm_alu_o[29]	imm_alu[29]	1
4_1_cts	100	imm_alu_o[20]	imm_alu[20]	1
where the power goes:
part / internal (mW) / switching, mW / total, mW
Combinational: 0.968 / 0.213 / 1.18
Clock: 5.10 / 3.09 / 8.18
Sequential: 8.66 / 0.0895 / 8.75
Total: 14.7 / 3.39 / 18.1
layer usage:
layer	share of wire, %	GRT usage (%)	vias to the layer above
met2	47	12.6	251
met1	33	7.83	1355
met4	3.2	2.46	0
met5	0	0	-
li1	-	-	1510
met3	16	5.37	30
repair_timing:
action | CTS | global route
hold buffers | 0 | 0
gates resized | 682 | 13
setup endpoints to repair | 206 | 206
Power is estimated from default activity; no workload was simulated.
